`flow/run.sh`:
```
#!/bin/bash
# OpenROAD 26Q1-2900-gdf79404cd8, Yosys 0.63+post, stock flow scripts
make -C /OpenROAD-flow-scripts/flow DESIGN_CONFIG=/design/flow/config.mk WORK_HOME=/design/flow/orfs finish
```
`flow/config.mk`:
```
export PLATFORM = sky130hd
export DESIGN_NAME = LRU_buffer
export DESIGN_NICKNAME = LRU_buffer
export VERILOG_FILES = /design/flow/design.v
export SDC_FILE = /design/flow/constraint.sdc
export NUM_CORES = 4
export LEC_CHECK = 1
export CORE_UTILIZATION = 30
export SYNTH_HDL_FRONTEND = slang
```
`flow/constraint.sdc`:
```
current_design LRU_buffer

set clk_period 41.8
set clk_io_pct 0.2

create_clock -name clk0 -period $clk_period [get_ports {clk}]

set non_clock_inputs [all_inputs -no_clocks]
set_input_delay [expr $clk_period * $clk_io_pct] -clock clk0 $non_clock_inputs
set_output_delay [expr $clk_period * $clk_io_pct] -clock clk0 [all_outputs]
```
`flow/design.v`:
```
`timescale 1ns / 1ps
module LRU_buffer(
    input clk,rst, 
    input [7:0] i_hit_way_8, 
    input i_hit_sig, 
    output [2:0] buffer_out0,buffer_out1,buffer_out2,buffer_out3,buffer_out4,buffer_out5,buffer_out6,
    output [7:0] out_lru_flag,   
    input [6:0] i_addr_7  
);
    reg [2:0] lru_buffer [7:0][127:0];  
    wire [2:0] lru_buffer_datain [7:0];
    wire [2:0] lru_buffer_datahitin [7:0];
    wire [2:0] lru_buffer_datamissin [7:0];
    reg [2:0] w_encoder_3;
    always @( *) begin
        case (i_hit_way_8)
            8'b00000001:w_encoder_3 = 3'b000; 
            8'b00000010:w_encoder_3 = 3'b001;
            8'b00000100:w_encoder_3 = 3'b010;
            8'b00001000:w_encoder_3 = 3'b011;
            8'b00010000:w_encoder_3 = 3'b100;
            8'b00100000:w_encoder_3 = 3'b101;
            8'b01000000:w_encoder_3 = 3'b110;
            8'b10000000:w_encoder_3 = 3'b111;
            default: w_encoder_3 = 3'b000;
        endcase
    end
    integer j;
    always @(posedge clk or negedge rst) begin
        if (rst==0) begin
            for ( j=0; j<128; j=j+1 ) begin
                lru_buffer[0][j] <= 3'b000;lru_buffer[1][j] <= 3'b001;lru_buffer[2][j] <= 3'b010;lru_buffer[3][j] <= 3'b011;
                lru_buffer[4][j] <= 3'b100;lru_buffer[5][j] <= 3'b101;lru_buffer[6][j] <= 3'b110; 
            end
        end
        else begin
                lru_buffer[0][i_addr_7] <= lru_buffer_datain[0];lru_buffer[1][i_addr_7] <= lru_buffer_datain[1];
                lru_buffer[2][i_addr_7] <= lru_buffer_datain[2];lru_buffer[3][i_addr_7] <= lru_buffer_datain[3];
                lru_buffer[4][i_addr_7] <= lru_buffer_datain[4];lru_buffer[5][i_addr_7] <= lru_buffer_datain[5];
                lru_buffer[6][i_addr_7] <= lru_buffer_datain[6]; 
        end
    end
    assign out_lru_flag[0] = ( lru_buffer[0][i_addr_7] == 3'b000 ) ? 1'b1 : 1'b0;
    assign out_lru_flag[1] = ( lru_buffer[1][i_addr_7] == 3'b000 ) ? 1'b1 : 1'b0;
    assign out_lru_flag[2] = ( lru_buffer[2][i_addr_7] == 3'b000 ) ? 1'b1 : 1'b0;
    assign out_lru_flag[3] = ( lru_buffer[3][i_addr_7] == 3'b000 ) ? 1'b1 : 1'b0;
    assign out_lru_flag[4] = ( lru_buffer[4][i_addr_7] == 3'b000 ) ? 1'b1 : 1'b0;
    assign out_lru_flag[5] = ( lru_buffer[5][i_addr_7] == 3'b000 ) ? 1'b1 : 1'b0;
    assign out_lru_flag[6] = ( lru_buffer[6][i_addr_7] == 3'b000 ) ? 1'b1 : 1'b0;
    genvar i;
    generate
        for ( i=0; i<7; i=i+1 ) begin :lru_algorithm
            assign lru_buffer_datahitin[i] = (i == w_encoder_3) ?  3'b111 : (( lru_buffer[i][i_addr_7] > w_encoder_3 ) ?  (lru_buffer[i][i_addr_7]-3'b001) : lru_buffer[i][i_addr_7]);
            assign lru_buffer_datamissin[i] = out_lru_flag[i] ? 3'b111 : (lru_buffer[i][i_addr_7]-3'b001) ;
        end
    endgenerate
    assign buffer_out0 = lru_buffer[0][i_addr_7];
    assign buffer_out1 = lru_buffer[1][i_addr_7];
    assign buffer_out2 = lru_buffer[2][i_addr_7];
    assign buffer_out3 = lru_buffer[3][i_addr_7];
    assign buffer_out4 = lru_buffer[4][i_addr_7];
    assign buffer_out5 = lru_buffer[5][i_addr_7];
    assign buffer_out6 = lru_buffer[6][i_addr_7];
    assign lru_buffer_datain[0] = i_hit_sig ? lru_buffer_datahitin[0] : lru_buffer_datamissin[0];
    assign lru_buffer_datain[1] = i_hit_sig ? lru_buffer_datahitin[1] : lru_buffer_datamissin[1];
    assign lru_buffer_datain[2] = i_hit_sig ? lru_buffer_datahitin[2] : lru_buffer_datamissin[2];
    assign lru_buffer_datain[3] = i_hit_sig ? lru_buffer_datahitin[3] : lru_buffer_datamissin[3];
    assign lru_buffer_datain[4] = i_hit_sig ? lru_buffer_datahitin[4] : lru_buffer_datamissin[4];
    assign lru_buffer_datain[5] = i_hit_sig ? lru_buffer_datahitin[5] : lru_buffer_datamissin[5];
    assign lru_buffer_datain[6] = i_hit_sig ? lru_buffer_datahitin[6] : lru_buffer_datamissin[6];
endmodule
```
==> flow_summary.yaml <==
# synthesis and place-and-route metrics
status:
  status: "completed"
drt:
  vias: 94400
  ant_nets: 0
  drc: 0
  drtIter0Drc: 8888
  wirelength_mm: 468
  post_drt_wl_per_cell_um: 27.4
  vias_per_cell: 5.51
  drt-pass1-iter-count: 6
setup_path:
  critPathMaxFanout: 53
  cp_num_buf_inv: 8
  start_kind: "input port"
  critPathCaptureType: "primary output"
  slowest_delay_ns: 0.94
  path_cells: "buf_8 > buf_4 > buf_4 > buf_4 > buf_4 > and2_4 > buf_4 > buf_4 > o2bb2ai_1 > nor4_1 > a2111oi_0 > o311ai_0 > or3_1 > ha_1 > ha_1 > clkdlybuf4s50_1"
  cp_top_family: "buffers and inverters"
  crit_path_frequent_cell: "buf_4"
  critPathArrivalTime_ns: 16.15
  cp.required_ns: 33.44
  crit_path_top_delay_cell: "a2111oi_0"
  critPathKind: "in -> out"
logic_synthesis:
  top_area_share_pct: 32.5
  edf_count: 0
  yosys_warnings: 1
  yosys.area.top_type: "dfrtp_1"
  async_flop_share_pct: 100
  yosysMostFrequentCell: "nand2_1"
  synth.distinct_cells: 107
  top_cells_by_count: "nand2_1 (2960), o21ai_0 (2642), dfrtp_1 (1536)"
  syn-mean-instance-area_um2: 9.86
  ff_type: "dfrtp_1"
  syn-cell-area_um2: 118000
  ys_cells: 12000
  synth-area-yosys_um2: 118000
  ys_seq_elements: 2688
  ys_seq_share_pct: 58.0
  top_cells_by_area: "dfrtp_1 (32%), dfstp_2 (26%), o21ai_0 (11%)"
  syn-instance-count: 12000
worst_hold_path:
  hp-class: "reg -> reg"
job:
  openroad.warnings: 43
  drv_cap: 0
finish:
  largest_reg_flops: 2688
  syn_to_final_growth_pct: 13.6
  regMostFlops: "lru_buffer"
  design_area_um2: 134000
  fin_util_pct: 34.3
  fillers: 39200
  drive_gt1_share_pct: 20.5
  fin_cells: 17100
  top_regs: "lru_buffer x2688"
sta:
  worst_pin_slew_ns: 1.46
  slew_headroom_pct: 2.00
  fin_tns_setup_ns: 0
  worst_slack_ns: 17.29
  finalCritPeriodShare_pct: 58.6
  rsz0062_at_grt: "no"
  setup_viol: 0
  max_freq_mhz: 40.8
  hold_viol: 0
  post-route-min-period_ns: 24.51
  finalMaxSlewViolations: 0
  hold_ws_ns: 0.462
  finClkSkew_ns: 0.0817
clock_tree:
  clk_latency_ns: 0.91
  cts_tree: "built"
  clockRootBuffer: "clkbuf_16"
  clkTransAtPathRegs_ns: 0.06
  cts.path.max_buffers: 4
  cts_buffers: 295
  holdBufCountCts: 0
  htree_levels: 5
  post_cts_buffers: 0
  ctsResizeCount: 0
  cts_num_sinks: 2688
global_route:
  grt_pass1_vias: 92700
  grt.busiest_layer: "met2"
  antenna_found_initial: 40
  grt_pass1_wl_mm: 681
  met3_usage_pct: 13.2
  grt_use_met1_pct: 30.9
  grt_max_degree: 124
  grtUsageMet2_pct: 33.7
  globalRouteTotalUtil_pct: 24.4
  overflow: 0
power:
  ir_drop_mv: 0.0430
  power_density_nw_per_um2: 57.5
  finalPower_mw: 7.74
  swShare_pct: 31.3
  p_seq_share_pct: 47.0
  p_int_mw: 5.32
  switching_power_mw: 2.42
  leakage_nw: 55.3
  p_clk_share_pct: 34.3
  combPwrFrac_pct: 18.7
floorplan:
  fp.dieH_um: 630
  die_width_um: 630
  chip_area_um2: 397000
  rows: 230
  core_area_um2: 393000
  ioPinCount: 47
  fp-utilization_pct: 30.2
placement:
  dp_hpwl_mm: 293
  gp_congestion: 1.03
  dpl.cell_count: 16600
  place_ws_ns: 17.60
  place_area_um2: 125000
  io_buffers: 45
[worst register-to-register path, cell delays in order, from the launching register on]
cell,delay [ns]
dfrtp_1,0.37
mux2_2,0.30
a221o_1,0.31
a222oi_1,0.55
o22ai_1,0.32
nor4_1,0.29
buf_4,0.25
nand4_1,0.25
a211oi_2,0.60
inv_1,0.15
ha_1,0.51
o21ai_0,0.15
o31ai_1,0.73
a21boi_1,0.30
nand4_1,0.18
o221ai_4,0.11
buf_4,0.38
buf_4,0.49
buf_4,0.54
buf_4,0.59
o21ai_0,0.17
[metal layers]
metal  share of wire (%)  vias to the layer above
met4                 6.9                       20
li1                    -                    41700
met1                  37                    46800
met5               0.099                        -
met2                  42                     4608
met3                  14                     1195
[power groups by stage]
| stage | clock (mW) | combinational (mW) | sequential (mW) |
|---|---|---|---|
| CTS | 2.69 | 1.42 | 3.63 |
| global route | 2.78 | 1.59 | 3.70 |
| finish | 2.66 | 1.45 | 3.63 |
[cell type report]
class	instances	area [um2]	area share [%]
timing repair buffer	550	4410	3.28
clock buffer	471	8870	6.60
clock inverter	69	908	0.676
antenna	39	97.6	0.0726
inverter	43	171	0.127
tap	5220	6530	4.86
multi-input combinational	8049	44800	33.3
sequential	2688	68700	51.1
[worst paths after layout]
| check | start | to | slack [ns] | cells past startpoint |
|---|---|---|---|---|
| hold reg to reg | lru_buffer[1368] | lru_buffer[1368] | 0.46 | 2 |
| min in group asynchronous | rst | lru_buffer[2349] | 7.46 | 1 |
| hold / removal | lru_buffer[1368] | lru_buffer[1368] | 0.46 | 2 |
| setup / recovery | i_addr_7[2] | out_lru_flag[4] | 17.29 | 16 |
| setup reg to reg | lru_buffer[566] | lru_buffer[410] | 34.12 | 20 |
| max in group asynchronous | rst | lru_buffer[535] | 29.14 | 8 |
[cells by family after synthesis]
kind of cell | after synthesis | synth area share (%)
compound gates | 4237 | 21.5
simple gates | 3374 | 11.4
flops | 2688 | 58.0
buf+inv | 1270 | 4.54
mux | 403 | 4.09
fa+ha+maj | 28 | 0.296
xor+xnor | 6 | 0.0444
other cells | 1 | 0.00317
[placed cells by master (no fill, tap or decap), types with 34 or more instances in the layout]
master,instances
nand2_1,2960
o21ai_0,2637
dfrtp_1,1536
dfstp_2,1152
buf_4,495
a22oi_1,437
a221oi_1,326
clkbuf_16,301
mux2i_1,182
mux2_2,167
a21oi_1,144
nor2_1,131
o21ai_1,128
clkbuf_1,100
a221o_1,70
clkbuf_8,70
a22o_1,57
mux4_2,48
a31oi_1,47
o2bb2ai_1,47
nand3_1,45
nand4_1,45
o22ai_1,41
diode_2,39
clkdlybuf4s50_1,37
inv_1,36
o221ai_1,34
a41oi_1,34
No activity file was given, so power comes from the tool's default toggle rates.
